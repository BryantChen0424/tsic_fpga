$ cat ./run.sh
#!/bin/bash
# OpenROAD 26Q1-2900-gdf79404cd8, Yosys 0.63+post, stock flow scripts
make -C /OpenROAD-flow-scripts/flow DESIGN_CONFIG=/design/flow/config.mk WORK_HOME=/design/flow/orfs finish
$ cat ./config.mk
export PLATFORM = sky130hd
export DESIGN_NAME = uart_rx_buf
export DESIGN_NICKNAME = uart_rx_buf
export VERILOG_FILES = /design/flow/design.v
export SDC_FILE = /design/flow/constraint.sdc
export NUM_CORES = 4
export LEC_CHECK = 1
export CORE_UTILIZATION = 50
$ cat ./constraint.sdc
current_design uart_rx_buf

set clk_period 6.8
set clk_io_pct 0.2

create_clock -name clk0 -period $clk_period [get_ports {clk}]

set non_clock_inputs [all_inputs -no_clocks]
set_input_delay [expr $clk_period * $clk_io_pct] -clock clk0 $non_clock_inputs
set_output_delay [expr $clk_period * $clk_io_pct] -clock clk0 [all_outputs]
$ cat ./design.v
module baud_tick_gen #(
	parameter clk_freq     = 12000000,
	parameter baud         = 115200,
	parameter oversampling = 1
) (
	input clk,
	input enable,
	output reg tick
);
function integer log2(input integer v); begin
	log2=0;
	while(v >> log2)
		log2 = log2 + 1; 
end endfunction
localparam acc_width = log2(clk_freq / baud) + 8;
localparam shiftlimiter = log2((baud * oversampling) >> (31 - acc_width));
localparam inc = ((baud * oversampling << (acc_width - shiftlimiter)) + (clk_freq >> (shiftlimiter + 1))) / (clk_freq >> shiftlimiter);
reg [acc_width:0] acc = 0;
always @(*) begin
	tick = acc[acc_width];
end
always @(posedge clk) begin
	if (enable)  
		acc <= acc[acc_width-1:0] + inc[acc_width:0];
	else
		acc <= inc[acc_width:0];
end
endmodule
module uart_rx #(
	parameter clk_freq = 12000000,
	parameter baud = 115200,
	parameter oversampling = 8
)(
	input clk,  
	input rx,  
	output reg rx_ready,  
	output reg [7:0] rx_data,  
	output reg rx_idle,  
	output reg rx_eop = 0  
);
function integer log2(input integer v); begin
	log2 = 0;
	while(v >> log2) log2 = log2 + 1;
end endfunction
localparam
	IDLE      = 4'b0000,
	BIT_START = 4'b0001,
	BIT0      = 4'b1000,
	BIT1      = 4'b1001,
	BIT2      = 4'b1010,
	BIT3      = 4'b1011,
	BIT4      = 4'b1100,
	BIT5      = 4'b1101,
	BIT6      = 4'b1110,
	BIT7      = 4'b1111,
	BIT_STOP  = 4'b0010;
localparam l2o = log2(oversampling);
reg [3:0] rx_state = IDLE;
reg [l2o-2:0] os_cnt = 0;
reg [l2o+1:0] gap_cnt = 0;
reg [1:0] rx_sync = 2'b11;
reg [1:0] filter_cnt = 2'b11;
reg rx_bit = 1'b1;
reg sample_now;
wire os_tick;
baud_tick_gen #(clk_freq, baud, oversampling) tickgen(.clk(clk), .enable(1'b1), .tick(os_tick));
always @(*) begin
	rx_idle = gap_cnt[l2o+1];
	sample_now = os_tick && (os_cnt == ((oversampling / 2) - 1));
end
always @(posedge clk) begin
	if(os_tick) begin
		rx_sync <= {rx_sync[0], rx};
		if((rx_sync[1] == 1'b1) && (filter_cnt != 2'b11)) 
			filter_cnt <= filter_cnt + 1'd1;
		if((rx_sync[1] == 1'b0) && (filter_cnt != 2'b00))
			filter_cnt <= filter_cnt - 1'd1;
		if(filter_cnt == 2'b11)
			rx_bit <= 1'b1;
		else if(filter_cnt == 2'b00)
			rx_bit <= 1'b0;
		os_cnt <= (rx_state == IDLE) ? 1'd0 : os_cnt + 1'd1;
	end
	case(rx_state)
		IDLE:      if(~rx_bit) rx_state <= BIT_START;
		BIT_START: if(sample_now) rx_state <= BIT0;
		BIT0:      if(sample_now) rx_state <= BIT1;
		BIT1:      if(sample_now) rx_state <= BIT2;
		BIT2:      if(sample_now) rx_state <= BIT3;
		BIT3:      if(sample_now) rx_state <= BIT4;
		BIT4:      if(sample_now) rx_state <= BIT5;
		BIT5:      if(sample_now) rx_state <= BIT6;
		BIT6:      if(sample_now) rx_state <= BIT7;
		BIT7:      if(sample_now) rx_state <= BIT_STOP;
		BIT_STOP:  if(sample_now) rx_state <= IDLE;
		default:   rx_state <= IDLE;
	endcase
	if(sample_now && rx_state[3]) begin
		rx_data <= {rx_bit, rx_data[7:1]};
	end
	rx_ready <= (sample_now && (rx_state == BIT_STOP) && rx_bit);
	if (rx_state != IDLE) 
		gap_cnt <= 0;
	else if(os_tick & ~gap_cnt[l2o+1])
		gap_cnt <= gap_cnt + 1'd1;
	rx_eop <= os_tick & ~gap_cnt[l2o+1] & &gap_cnt[l2o:0];
end
endmodule
module uart_rx_buf #(
	parameter clk_freq = 12000000,
	parameter baud = 115200,
    parameter rbuf_size = 16
) (
	input clk,
	input RX,
    input get,
    output reg [7:0] data,
    output reg empty
);
function integer log2(input integer v); begin
	log2 = 0;
	while(v >> log2) log2 = log2 + 1;
end endfunction
wire rx1_ready;
wire [7:0] rx1_data;
uart_rx #(clk_freq, baud) urx1 (
    .clk(clk),
    .rx(RX),
    .rx_ready(rx1_ready),
    .rx_data(rx1_data)
);
localparam RBUF_ADDR_WIDTH = log2(rbuf_size-1);
reg [7:0] rbuf [0:rbuf_size-1];
reg [RBUF_ADDR_WIDTH:0] _b = 0;
reg [RBUF_ADDR_WIDTH:0] _e = 0;
reg rbuf_empty;
always @(*) begin
    rbuf_empty = _b == _e;
    data = rbuf[_b];
    empty = rbuf_empty;
end
integer i;
always @(posedge clk) begin
    if (!rbuf_empty && get) begin
        _b <= _b + 1;
    end
    else begin
        _b <= _b;
    end
    for (i = 0; i < rbuf_size; i = i + 1) begin
        rbuf[_e] <= rbuf[_e];
    end
    if (rx1_ready) begin
        rbuf[_e] <= rx1_data;
    end
    if (rx1_ready) begin
        _e <= _e + 1;
    end
    else begin
        _e <= _e;
    end
end
endmodule
==> job_summary.md <==
### Yosys + OpenROAD results

| Metric | Value |
|---|---|
| Yosys Warn Count | 3 |
| Late-Pin Clk Latency | 0.42 ns |
| Clock power share | 41.0% |
| Slew HR | 57.09% |
| Die Ht | 121.9 µm |
| FF+latch count, synth | 175 |
| Sequential share of power | 52.8% |
| Ys cells | 428 |
| # resized after CTS | 0 |
| Clock sinks | 175 |
| Post-synth seq share | 70.80% |
| Layout cells sized above 1 | 13.13% |
| Final count of negative-setup-slack endpoints | 0 |
| Core footprint | 0.01393 mm² |
| Slew Limit Fails | 0 |
| CTS Buf Count | 17 |
| Ys async rst share | 0% |
| CP cell instances | buf_4, buf_4, mux2i_1, a221oi_1, o21ai_0, nand2_1, clkdlybuf4s50_1 |
| Syn_area_per_cell | 16.78 µm² |
| Critical setup path kind | flop to output port |
| CTS max path bufs | 2 |
| Synthesized cell area | 0.007182 mm² |
| Setup crit end | data[1] |
| # H-tree levels | 4 |
| IO Port Bufs | 11 |
| Switch share | 20.60% |
| Max-cap violations | 0 |
| Chip area in the Yosys report | 0.007182 mm² |
| FP Util | 51.54% |
| Peak per-stage delay on the critical path | 0.56 ns |
| Synth cell types | 45 |
| Highest-count logic cell in the final layout | edfxtp_1 |
| Mapped Cells | 428 |
| Count of tool warnings | 29 |
| Post-Route Skew | 0.009993 ns |
| Worst path buffer plus inverter count | 3 |
| Least-Margin Pin Slew | 0.6436 ns |
| WL final | 13.11 mm |
| Arrival @ worst endpoint | 2.98 ns |
| GRT Overall Usage | 21.08% |
| Vias in the first global route | 3816 |
| Fmax | 230.6 MHz |
| Die Area | 0.01485 mm² |
| Top_reg_cell synth | edfxtp_1 |
| CP startpoint kind | flop |
| Tmin final | 4.337 ns |
| WL/cell | 20.59 µm |
| Cell depth of the worst flop-to-flop path | 5 |
| Crit path from | _b[0] |
| CTS tree | done |
| Reg-to-reg critical path startpoint | _b[1] |
| Worst min-delay path category | flop to flop |
| Period utilisation layout | 63.77% |
| Fin. Hold Viols | 0 |
| Vias per cell | 5.710 |
| Hold Buf Count CTS | 0 |
| CP most frequent cell | buf_4 |
| Final core occ | 57.28% |
| P_int | 1.764 mW |
| Area grow syn2layout | 11.13% |
| Placer Congestion | 0.7624 |
| Clk slew on worst S/H paths | 0.06 ns |
| First-pass GRT wire length | 21.07 mm |
| DR DRC count | 0 |
| Post-CTS Setup Inserts | 0 |
| Top Ports | 12 |
| Site Rows | 43 |
| Critical Path RT | 5.44 ns |
| Worst path top cell family by delay | buffers and inverters |
| Crit-path slowest cell | buf_4 |
| P per Cell Area | 278.4 mW/mm² |
| DPL Wire Length | 8.329 mm |
| Setup crit end kind | output port |
| VDD IR max | 194.8 µV |
| Sum Neg Setup Slack | 0 ns |
| GRT Residual Overflow | 0 |
| Largest net degree at the start of global routing | 34 |
| Crit Path Max Fanout | 33 |
| Initial drt markers | 333 |
| First-pass DRT Iterations | 5 |
| DRT antenna net count | 0 |
| Comb power frac | 6.2% |
| Initial antenna violation count | 0 |
| RR Endpoint | _b[3] |
| WP depth | 7 |
| Most frequent cells in the layout | 158 x edfxtp_1, 32 x mux2i_1, 23 x nand2_1 |
| N_diodes | 0 |
| Outcome | finished, final reports clean |
| Leakage dissipation | 2.718 nW |
| EDFF count, synth | 158 |
| Vias after detailed routing | 3637 |
| Die width | 121.9 µm |
| Flop-to-flop setup slack | 4.82 ns |
| Root Buffer | clkbuf_16 |
| P_sw | 0.4579 mW |
| RSZ-0062 raised after global routing | no |
## synthesized netlist by cell type (all sizes together) (9+ instances only)
library cell  count  area [µm²]
a221oi           17       211.5
a22oi             9       67.56
and2             14       87.58
buf              13       117.6
dfxtp            17       340.3
edfxtp          158        4745
ha               10       125.1
inv              11       41.29
mux2i            32       320.3
mux4             16       360.4
nand2            23       86.33
nor2             13       48.80
nor2b            11       68.82
o21ai            14       70.07
xnor2            15       131.4
## registers in the layout (all words and copies together) (netlist names)
signal / flops
_e: 5
urx1.rx_bit: 1
urx1.os_cnt: 3
_b: 5
urx1.rx_ready: 1
rbuf: 128
urx1.rx_state: 4
urx1.tickgen.acc: 16
urx1.filter_cnt: 2
urx1.rx_sync: 2
urx1.rx_data: 8
## through the flow
step,std cells,hold WS (ns),setup WS [ns],power [mW],cell area [µm²]
floorplan,428,0.3705,4.060,1.285,7182
global placement,607,0.3799,2.904,1.335,7430
CTS,637,0.4057,2.404,2.242,7981
detailed placement,607,0.3920,2.884,1.335,7430
global route,637,0.4316,2.207,2.299,7981
finish,637,0.3997,2.463,2.222,7981
## how the worst min path moves through the flow
stage,start,slack [ns],endpoint,depth (start not counted)
CTS,urx1.tickgen.acc[0],0.41,urx1.tickgen.acc[0],1
global route,urx1.tickgen.acc[0],0.43,urx1.tickgen.acc[0],1
finish,urx1.tickgen.acc[0],0.40,urx1.tickgen.acc[0],1
## layer usage
metal / up-vias / GRT usage, % / routed length [µm]
li1: 1696 / - / -
met1: 1776 / 35.16 / 5667
met2: 150 / 28.53 / 5787
met3: 13 / 10.83 / 1451
met4: 2 / 2.315 / 147
met5: - / 3.125 / 58
## final cells by class
type / instances / area (µm²)
Fill cell: 1021 / 5953
Sequential cell: 175 / 5085
Multi-Input combinational cell: 223 / 1916
Clock buffer: 18 / 429.2
Tap cell: 180 / 225.2
Timing Repair Buffer: 18 / 162.7
Clock inverter: 12 / 122.6
Inverter: 11 / 41.29
## power by group through the flow
stage,Combinational (mW),Clock [mW],Sequential (mW)
final,0.138,0.911,1.17
after global routing,0.154,0.971,1.17
after CTS,0.139,0.929,1.17
## cells by family after synthesis
kind of cell | share of synthesized area, %
compound gates | 6.899
xor+xnor | 2.439
fa+ha+maj | 1.742
buf+inv | 2.526
flops | 70.80
mux | 9.477
simple gates | 6.115
No activity file was given, so power comes from the tool's default toggle rates.
